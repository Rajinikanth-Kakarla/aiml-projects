[/design/flow/config.mk]
export PLATFORM = sky130hd
export DESIGN_NAME = authentication
export DESIGN_NICKNAME = authentication
export VERILOG_FILES = /design/flow/design.v
export SDC_FILE = /design/flow/constraint.sdc
export NUM_CORES = 4
export LEC_CHECK = 1
export CORE_AREA = 10 10 70 70
export DIE_AREA = 0 0 80 80
[/design/flow/constraint.sdc]
current_design authentication

set clk_period 2.1
set clk_io_pct 0.2

create_clock -name clk0 -period $clk_period

set non_clock_inputs [all_inputs -no_clocks]
set_input_delay [expr $clk_period * $clk_io_pct] -clock clk0 $non_clock_inputs
set_output_delay [expr $clk_period * $clk_io_pct] -clock clk0 [all_outputs]
[/design/flow/design.v]
module authentication(
  input [11:0] accNumber,
  input [3:0] pin,
  input action,
  input deAuth,
  output reg  wasSuccessful,
  output reg [3:0] accIndex
);
  reg [11:0] acc_database [0:9];
  reg [3:0] pin_database [0:9];
  initial begin
    acc_database[0] = 12'd2749; pin_database[0] = 4'b0000;
    acc_database[1] = 12'd2175; pin_database[1] = 4'b0001;
    acc_database[2] = 12'd2429; pin_database[2] = 4'b0010;
    acc_database[3] = 12'd2125; pin_database[3] = 4'b0011;
    acc_database[4] = 12'd2178; pin_database[4] = 4'b0100;
    acc_database[5] = 12'd2647; pin_database[5] = 4'b0101;
    acc_database[6] = 12'd2816; pin_database[6] = 4'b0110;
    acc_database[7] = 12'd2910; pin_database[7] = 4'b0111;
    acc_database[8] = 12'd2299; pin_database[8] = 4'b1000;
    acc_database[9] = 12'd2689; pin_database[9] = 4'b1001;
    end
  always @ (deAuth) begin
    if(deAuth == 1'b1)
      wasSuccessful = 1'bx;
  end
  integer i;
  always @(accNumber or pin) begin
      wasSuccessful = 1'b0;
      accIndex = 0;
      for(i = 0; i < 10; i = i+1) begin
          if(accNumber == acc_database[i]) begin
              if(action == 1'b0) begin
                wasSuccessful = 1'b1;
                accIndex = i;
              end
              if(action == 1'b1) begin
                if(pin == pin_database[i]) begin
                  wasSuccessful = 1'b1;
                  accIndex = i;
                end
              end
          end    
      end
  end
endmodule
[/design/flow/run.sh]
#!/bin/bash
# OpenROAD 26Q1-2900-gdf79404cd8, Yosys 0.63+post, stock flow scripts
make -C /OpenROAD-flow-scripts/flow DESIGN_CONFIG=/design/flow/config.mk WORK_HOME=/design/flow/orfs finish
==> metrics.yaml <==
final_area_um2: 934.6
synth_area_um2: 406.6
synthXorXnorAreaFrac: 0
grt_usage: 0.05756
drv_slew: 0
numPortBuffers: 21
ys_cells: 50
grt_max_degree: 8
overflow: 0
grt_pass1_vias: 604
drc: 0
finalSetupViolations: 4
min_path_type: "in -> out"
dp_hpwl_um: 1331
viasPerCell: 4.145
drt_pre_antenna_iters: 4
logic_family: "simple AND/OR/NAND/NOR gates"
critPathKind: "in -> out"
violations: "negative setup slack"
core_um2: 3416
syn_to_final_growth_pct: 129.8
grt_util_met1: 0.08796
endpoint: "accIndex[0]"
io_pins: 23
num_rows: 21
n_clock_buffer: 0
vdd_drop_max_v: 0.00006454
yosys_warnings: 3
worstSetupEndpointType: "output pin"
status: "finished, violations left"
seq_area_um2: 0
synthSimpleGateAreaFrac: 0.6585
place_area_um2: 779.5
netlist_instances: 50
synth.distinct_cells: 31
fp_util: 0.1190
wl_um: 1786
use_met3: 0.006818
synth.top_cells.by_count: "nand2_1 (4), nand3_1 (4)"
placed_cells_incl_taps: 132
synth.area.top_cells: "a2111oi_4 (6.8%), nand4bb_4 (6.8%), nand3b_1 (5.5%)"
place_congestion: 0.8552
vias: 601
hold_viol: 0
yosys.stat.seqShare: 0
stdcell_count: 145
warning_count: 35
nFlopsAndLatches: 0
drive_gt1_frac: 0.5859
fill_cells: 355
drtIter0Drc: 43
die_height_um: 80
antenna_found_initial: 0
power_density_nw_per_um2: 124.7
hold_buffers: 0
synth.largest_area_cell: "a2111oi_4"
cp_max_fo: 2
utilization: 0.2736
leakagePower_nw: 0.3695
period_used_share: 1.043
synth_chip_area_um2: 406.6
area.combinational_um2: 466.7
die_x_um: 80
startpoint: "accNumber[6]"
power.total_mw: 0.1165
met2_usage: 0.08828
pre_cts_ws_ns: -0.8498
adder_share: 0
timing.fmax_ghz: 0.4567
cp.arrival_ns: 1.77
start_kind: "input port"
fin_crit_ns: 2.190
gr-max-usage-layer: "met2"
avgSynthCellArea_um2: 8.133
ant_nets: 0
maxCapViolations: 0
synthMuxAreaShare: 0
cp.required_ns: 1.68
grt_pass1_wl_um: 3084
ys_sh_aoi: 0.2677
post_drt_wl_per_cell_um: 12.32
top_area_frac: 0.06769
dieArea_um2: 6400
fin_ws_ns: -0.08967
grt_setup_unrepaired: "yes"
antenna_cells: 0
[cells by family after synthesis]
kind of cell | after synthesis
AOI/OAI and AO/OA | 12
other | 1
and+or+nand+nor | 34
buffers and inverters | 3
[worst max-delay path, stage by stage]
cell     delay, ns
buf_6         0.09
or4_4         0.54
buf_6         0.14
nor4_4        0.14
nand3_1       0.13
buf_4         0.15
nand4_1       0.06
buf_2         0.10
[layout make-up]
type	instances	area share
well taps	46	0.06158
inverters	1	0.004016
multi-input cells	47	0.4993
repair buffers	51	0.4351
[what timing repair did]
| action | in CTS | in global routing |
|---|---|---|
| pin swaps | 24 | 5 |
| setup buffers | 12 | 2 |
| gates resized | 69 | 5 |
| endpoints found under the hold margin | 0 | 0 |
| setup endpoints to repair | 4 | 4 |
[routing by layer]
metal / share of wire / routed length (um) / vias up
met5: 0 / 0 / -
met4: 0 / 0 / 0
met3: 0.057 / 101 / 0
met2: 0.41 / 741 / 22
met1: 0.53 / 942 / 273
li1: - / - / 306
[power by group]
group | switching [mW] | total (mW) | internal [mW] | leakage, nW
clock network | 0 | 0 | 0 | 0
logic | 0.0510 | 0.117 | 0.0655 | 0.369
registers | 0 | 0 | 0 | 0
total | 0.0510 | 0.117 | 0.0655 | 0.369
[how the worst min path moves through the flow]
stage              from     endpoint  slack [ns]  cells past startpoint
6_report  accNumber[11]  accIndex[1]        1.33                      6
5_1_grt   accNumber[11]  accIndex[1]        1.39                      6
4_1_cts    accNumber[6]  accIndex[3]        1.27                      5
[placed cells by master, fill, tap and decap left out, types with 2 or more instances in the layout]
| master | Yosys | final |
|---|---|---|
| nor3b_2 | 0 | 2 |
| nand3_1 | 4 | 4 |
| a2111oi_4 | 1 | 2 |
| dlygate4sd2_1 | 0 | 7 |
| nand2_1 | 4 | 3 |
| buf_4 | 1 | 24 |
| o31ai_1 | 2 | 2 |
| buf_2 | 0 | 6 |
| clkdlybuf4s15_1 | 0 | 3 |
| o21ai_0 | 3 | 2 |
| nand2b_1 | 3 | 3 |
| nand4_1 | 3 | 3 |
| nand3b_1 | 3 | 3 |
| buf_6 | 0 | 8 |
| clkbuf_2 | 0 | 3 |
[stage by stage]
| step | hold WS, ns | TNS, ns |
|---|---|---|
| after floorplan | 0.9156 | 0 |
| after global placement | 1.967 | -3.337 |
| final | 1.326 | -0.2403 |
| after detailed placement | 1.949 | -3.279 |
| after CTS | 1.269 | -0.1469 |
| after global routing | 1.395 | -0.5202 |
No activity file was given, so power comes from the tool's default toggle rates.
